## ./design.v

```verilog
module ALU(x, y, instr, out, eq, lt, gt);
	input [15:0] x;
	input [15:0] y;
	input [5:0] instr;
	output [15:0] out;
	output eq, lt, gt;
	wire [15:0] xz;
	wire [15:0] yz;
	assign xz = instr[5] ? 16'b0 : x;
	assign yz = instr[3] ? 16'b0 : y;
	wire [15:0] xf;
	wire [15:0] yf;
	assign xf = instr[4] ? ~xz : xz;
	assign yf = instr[2] ? ~yz : yz;
	wire [15:0] pResult;
	wire [15:0] aResult;
	assign pResult = xf + yf;
	assign aResult = xf & yf;
	wire [15:0] r;
	assign r = instr[1] ? pResult : aResult;
	assign out = instr[0] ? ~r : r;
	assign eq = (out == 16'b0);
	assign lt = out[15];
	assign gt = !eq & !lt;
endmodule
module PC(in, load, inc, out, rst, clk);
	input clk;
	input rst;
	input [14:0] in;
	input load;
	input inc;
	output [14:0] out;
	reg [14:0] data;
	assign out = data;
	always @ (posedge clk) begin
		if (rst)
			data <= 16'b0;
		else
			if (load)
				data <= in;
			else
				if (inc)
					data <= data + 1;
	end
endmodule
module MyCPU(MRead, instr, MWrite, MAddr, loadM, outPC, rst, clk);
	input clk;
	input rst;
	input [15:0] MRead;
	input [15:0] instr;
	output [15:0] MWrite;
	output [14:0] MAddr;
	output loadM;
	output [14:0] outPC;
	wire [15:0] inA, inD, outA, outD, aluX, aluY, outALU;
	wire [14:0] inPC, outPC;
	wire loadA, loadD, loadPC;
	wire lt, eq, gt;
	reg haltPC;
	reg halt;
	Reg16 regA(.in(inA), .load(loadA), .out(outA), .rst(rst), .clk(clk));
	Reg16 regD(.in(inD), .load(loadD), .out(outD), .rst(rst), .clk(clk));
	PC pc(.in(inPC), .load(loadPC), .inc(!haltPC), .out(outPC), .rst(rst), .clk(clk));
	ALU alu(.x(aluX), .y(aluY), .instr(instr[11:6]), .out(outALU), .eq(eq), .lt(lt), .gt(gt));
	assign inA = instr[15] ? outALU : instr;
	assign inD = outALU;
	assign aluX = outD;
	assign aluY = instr[12] ? MRead : outA;
	assign loadA = !instr[15] | instr[5];
	assign loadD = instr[15] & instr[4] & !halt;
	assign loadM = instr[15] & instr[3] & !halt;
	assign MWrite = outALU;
	assign MAddr = outA[14:0];
	assign inPC = outA[14:0];
	assign loadPC = instr[15] & ((instr[2] & lt) | (instr[1] & eq) | (instr[0] & gt));
	initial begin
		haltPC <= 1'b0;
		halt <= 1'b0;
	end
	always @ (negedge clk) begin
		if (!haltPC && loadA)
			haltPC <= 1'b1;
		else
			haltPC <= 1'b0;
	end
	always @ (posedge clk) begin
		halt <= haltPC;
	end
endmodule
module MyCPU4Test(MRead, instr, MWrite, MAddr, loadM, outPC, rst, clk, outA, outD, aluX, aluY, outALU, aluInstr);
	input clk;
	input rst;
	input [15:0] MRead;
	input [15:0] instr;
	output [15:0] MWrite;
	output [14:0] MAddr;
	output loadM;
	output [14:0] outPC;
	output [15:0] outA, outD;
	output [15:0] aluX, aluY, outALU;
	output [5:0] aluInstr;
	wire [15:0] inA, inD, outA, outD, aluX, aluY, outALU;
	wire [14:0] inPC, outPC;
	wire loadA, loadD, loadPC;
	wire lt, eq, gt;
	Reg16 regA(.in(inA), .load(loadA), .out(outA), .rst(rst), .clk(clk));
	Reg16 regD(.in(inD), .load(loadD), .out(outD), .rst(rst), .clk(clk));
	PC pc(.in(inPC), .load(loadPC), .inc(1'b1), .out(outPC), .rst(rst), .clk(clk));
	ALU alu(.x(aluX), .y(aluY), .instr(instr[11:6]), .out(outALU), .eq(eq), .lt(lt), .gt(gt));
	assign inA = instr[15] ? outALU : instr;
	assign inD = outALU;
	assign aluX = outD;
	assign aluY = instr[12] ? MRead : outA;
	assign loadA = !instr[15] | instr[5];
	assign loadD = instr[15] & instr[4];
	assign loadM = instr[15] & instr[3];
	assign MWrite = outALU;
	assign MAddr = outA[14:0];
	assign MAddr = outA[14:0];
	assign inPC = outA[14:0];
	assign loadPC = instr[15] & ((instr[2] & lt) | (instr[1] & eq) | (instr[0] & gt));
endmodule
module Reg16(in, load, out, rst, clk);
	input clk;
	input rst;
	input [15:0] in;
	input load;
	output [15:0] out;
	reg [15:0] data;
	assign out = data;
	always @ (posedge clk) begin
		if (rst)
			data <= 1'b0;
		else
			if (load)
				data <= in;
	end
endmodule
module MyMemory(in, addr, wEna, inPKey, out, outPDisp, outPCtrl, rst, clk);
	input clk;
	input rst;
	input [15:0] in;
	input [14:0] addr;
	input wEna;
	input [6:0] inPKey;
	output [15:0] out;
	output [7:0] outPDisp;
	output [3:0] outPCtrl;
	wire [13:0] addrM;
	wire addrP;
	wire loadMem;
	wire loadSeg;
	wire [15:0] inKey;
	wire [15:0] outSeg;
	wire [15:0] outKey;
	wire [15:0] outM;
	wire [15:0] outP;
	wire [15:0] out;
	RAM16K mem(.dina(in), .addra(addrM), .wea(loadMem), .douta(outM), .rsta(rst), .clka(clk));
	SegDisplayer seg(.in(outSeg), .out(outPDisp), .sel(outPCtrl), .clk(clk));
	KeyHandler key(.in(inPKey), .out(inKey), .clk(clk));
	Reg16 regSeg(.in(in), .load(loadSeg), .out(outSeg), .rst(rst), .clk(clk));
	Reg16 regKey(.in(inKey), .load(1'b1), .out(outKey), .rst(rst), .clk(clk));
	assign addrM = addr[14] ? 14'b0 : addr[13:0];
	assign addrP = addr[14] ? addr[13] : 1'b0;
	assign loadMem = wEna & !addr[14];
	assign loadSeg = wEna & addr[14] & !addrP;
	assign outP = addrP ? outKey : outSeg;
	assign out = addr[14] ? outP : outM;
endmodule
```

## ./run.sh

```bash
#!/bin/bash
# OpenROAD 26Q1-2900-gdf79404cd8, Yosys 0.63+post, stock flow scripts
make -C /OpenROAD-flow-scripts/flow DESIGN_CONFIG=/design/flow/config.mk WORK_HOME=/design/flow/orfs finish
```

## ./config.mk

```make
export PLATFORM = sky130hd
export DESIGN_NAME = MyCPU4Test
export DESIGN_NICKNAME = MyCPU4Test
export VERILOG_FILES = /design/flow/design.v
export SDC_FILE = /design/flow/constraint.sdc
export NUM_CORES = 4
export LEC_CHECK = 1
export CORE_UTILIZATION = 40
```

## ./constraint.sdc

```tcl
current_design MyCPU4Test

set clk_period 8.0
set clk_io_pct 0.2

create_clock -name clk0 -period $clk_period [get_ports {clk}]

set non_clock_inputs [all_inputs -no_clocks]
set_input_delay [expr $clk_period * $clk_io_pct] -clock clk0 $non_clock_inputs
set_output_delay [expr $clk_period * $clk_io_pct] -clock clk0 [all_outputs]
```

==> reports/metrics.cfg <==
[status]
status = complete, no violations

[yosys]
post_synth.cell_area_avg_um2 = 7.97
yosysCellCount = 583
most_common_cell = buf_4
yosys_area_mm2 = 0.00465
ys.warnings.count = 8
synth_cells = 583
yosysSeqAreaShare_pct = 20.2
syn_area_mm2 = 0.00465
topCellsByArea = dfxtp_1, xnor2_1, buf_4
top_cell_area_share_pct = 20.2
synthFlopType = dfxtp_1
synthArstFlopShare_pct = 0
largest_area_cell = dfxtp_1
yosysUniqueCellTypes = 57
synthTopCellsByCount = buf_4, xnor2_1, dfxtp_1
edf_count = 0
synth-seq-cells = 47

[run]
warning_count = 25
cap_viol_max_count = 0

[cells_and_area]
drive_gt1_share_pct = 8.89
fin_area_mm2 = 0.00612
fill_cells = 982
fin_util_pct = 55.3
area_delta_synth_final_pct = 31.7
final_cells = 815

[sta]
setup_slack_ps = 616
hold_viol = 0
tightest_slew_ps = 787
period_needed_ps = 7380
period_used_pct = 92.3
finalSetupViolCount = 0
slew_headroom_pct = 47.3
slew_violations = 0
setup_tns_ps = 0
fmax_mhz = 135
rsz0062_at_grt = no
final.setup_skew_ps = 8.86

[cts]
cts_setup_buffers = 0
cts_buffers = 5
clock_latency_ps = 300
h-tree-depth = 2
cts_root_buf = clkbuf_16
clock-sinks = 47
cts_hold_buf = 0
clock_path_buffers = 2
cts_resized = 0
cts_tree = yes
clk_pin_slew_ps = 70

[detailed_routing]
drt_iter0_drc = 276
post_drt_via_cell_ratio = 5.20
final_antenna_net_count = 0
antenna-diode-count = 0
via_count = 4239
routed_wl_um = 13800
wire_per_inst_um = 16.9
drt-pass1-iter-count = 5
drcViolationCount = 0

[global_route]
grt_pass1_wl_um = 21400
grt_max_degree = 63
grt_use_total_pct = 23.3
antenna_found_initial = 0
grt-ovfl-total = 0
grt_pass1_vias = 3918

[floorplanning]
die_area_mm2 = 0.0121
initCoreUtil_pct = 41.9
ios = 167
fp.dieH_um = 110
rows = 38
core-area_mm2 = 0.0111
die_x_um = 110

[critical_path]
crit_path_end_kind = primary output
cpPeakStageDelay_ps = 780
critPathLaunchType = input port
worstPathRequired_ps = 6400
crit_chain = clkdlybuf4s50_1 > mux2_2 > nand2b_1 > xnor2_1 > ha_1 > a21o_1 > a31oi_1 > a21oi_1 > o31a_1 > or3_1 > a31oi_1 > xnor2_1 > clkdlybuf4s50_1
cp.arrival_ps = 5780
worstPathMaxFanout = 11
crit_type = input port to primary output
cpMaxStageDelayCell = clkdlybuf4s50_1

[power_and_ir_drop]
power_density_mw_per_mm2 = 173
power_leakage_nw = 2.32
ir_worst_vdd_mv = 0.102

[place]
numPortBuffers = 160
place_ws_ps = 612
dpl_cell_area_mm2 = 0.00596
place_congestion = 0.937
placed_cells = 808
hpwl_um = 10400

[hold_path]
hp-class = flop to flop

==> per-stage QoR <==
stage | hold WS [ps] | power, mW
after CTS | 495 | 1.07
after detailed placement | 482 | 0.819
final | 489 | 1.06
after global placement | 474 | 0.817
after floorplan | 450 | 0.602
after global routing | 521 | 1.13
==> logic make-up (layout without fill, tap and decap cells) <==
kind of cell / Yosys count / in the layout / synth area share [%]
AND-OR/OR-AND: 104 / 104 / 15.1
AND/OR/NAND/NOR: 200 / 200 / 22.8
multiplexers: 50 / 50 / 12.4
XOR/XNOR: 60 / 60 / 11.3
adder cells (fa/ha/maj): 18 / 18 / 5.01
buffers and inverters: 103 / 190 / 13.1
flip-flops: 47 / 47 / 20.2
other: 1 / 6 / 0.0807
==> cells in the final DEF, fill, tap and decap left out, types with 7 or more instances in the layout <==
cell type	instances
clkdlybuf4s50_1	159
xnor2_1	52
dfxtp_1	47
nor2_1	45
nand2_1	41
a21oi_1	39
nand2b_1	37
mux2_2	22
mux2i_1	18
a211oi_1	18
nor2b_1	17
ha_1	17
inv_1	12
nand3_1	12
or3_1	11
buf_4	11
o21ai_0	10
mux2_4	10
xor2_1	8
a21o_1	7
nor3_1	7
==> worst paths after layout <==
| check | cells after the start | slack [ps] | endpoint | start |
|---|---|---|---|---|
| min reg2reg | 2 | 490 | regD.data[7] | regD.data[7] |
| max reg2reg | 15 | 3060 | pc.data[7] | regA.data[0] |
| max | 13 | 620 | outALU[11] | instr[12] |
| min | 2 | 490 | regD.data[7] | regD.data[7] |
==> layer usage <==
metal	vias to the layer above	GRT usage, %	share of wire [%]
li1	2133	-	-
met1	1980	35.9	48
met2	119	37.5	48
met3	7	1.51	4.1
met4	0	1.62	0.55
met5	-	0	0
==> critical path: cells and delay by family <==
family	cells	cell delay, ps
fa+ha+maj	1	380
compound gates	5	1280
xor+xnor	2	330
mux	1	410
simple gates	2	430
buf+inv	2	1350
==> registers in the layout, summed over array words and instances, names as in the netlist <==
register,count
regA.data,16
regD.data,16
pc.data,15
==> area by class of cell <==
class | instances | area [um2] | area share (%)
multi-input combinational | 438 | 3120 | 50.9
timing repair buffer | 171 | 1680 | 27.4
sequential | 47 | 941 | 15.4
tap | 140 | 175 | 2.86
clock buffer | 5 | 125 | 2.04
inverter | 12 | 45.0 | 0.736
clock inverter | 2 | 37.5 | 0.613
==> power breakdown <==
group | leakage (nW) | switching (mW) | internal (mW)
logic | 1.86 | 0.229 | 0.304
registers | 0.387 | 0.0258 | 0.255
clock network | 0.0759 | 0.0973 | 0.146
Power is estimated from default activity; no workload was simulated.
